[flow/config.mk]
export PLATFORM = sky130hd
export DESIGN_NAME = CLA_Adder
export DESIGN_NICKNAME = CLA_Adder
export VERILOG_FILES = /design/flow/design.v
export SDC_FILE = /design/flow/constraint.sdc
export NUM_CORES = 4
export LEC_CHECK = 1
export CORE_AREA = 10 10 70 70
export DIE_AREA = 0 0 80 80
[flow/constraint.sdc]
current_design CLA_Adder

set clk_period 1.7
set clk_io_pct 0.2

create_clock -name clk0 -period $clk_period

set non_clock_inputs [all_inputs -no_clocks]
set_input_delay [expr $clk_period * $clk_io_pct] -clock clk0 $non_clock_inputs
set_output_delay [expr $clk_period * $clk_io_pct] -clock clk0 [all_outputs]
[flow/design.v]
module CLA_Adder(a,b,cin,sum,cout);
input[3:0] a,b;
input cin;
output [3:0] sum;
output cout;
wire p0,p1,p2,p3,g0,g1,g2,g3,c1,c2,c3,c4;
assign p0=(a[0]^b[0]),
p1=(a[1]^b[1]),
p2=(a[2]^b[2]),
p3=(a[3]^b[3]);
assign g0=(a[0]&b[0]),
g1=(a[1]&b[1]),
g2=(a[2]&b[2]),
g3=(a[3]&b[3]);
assign c0=cin,
c1=g0|(p0&cin),
c2=g1|(p1&g0)|(p1&p0&cin),
c3=g2|(p2&g1)|(p2&p1&g0)|(p1&p1&p0&cin),
c4=g3|(p3&g2)|(p3&p2&g1)|(p3&p2&p1&g0)|(p3&p2&p1&p0&cin);
assign sum[0]=p0^c0,
sum[1]=p1^c1,
sum[2]=p2^c2,
sum[3]=p3^c3;
assign cout=c4;
endmodule
[flow/run.sh]
#!/bin/bash
# OpenROAD 26Q1-2900-gdf79404cd8, Yosys 0.63+post, stock flow scripts
make -C /OpenROAD-flow-scripts/flow DESIGN_CONFIG=/design/flow/config.mk WORK_HOME=/design/flow/orfs finish
==> results.toml <==
# generated from flow reports
[run_status]
status = "complete, but fails checks"
violations = "negative setup slack"

[logic_synthesis]
yosys_area_um2 = 190
syn_area_per_cell_um2 = 8.64
synthCells = 22
synthTopCellsByArea = "ha_1 (33%), xnor2_1 (14%), fa_1 (11%), inv_1 (9.9%), a21o_1 (7.9%)"
ys_cells = 22
ys_warn_count = 1
synth.distinct_cells = 10
netlist_area_um2 = 190
synth_top_area_share_pct = 32.9
yosysSeqAreaShare_pct = 0
largest_area_cell = "ha_1"

[power]
leakagePower_uw = 0.000216
powerDensity_nw_per_um2 = 316
ir_worst_vdd_v = 0.0000970

[final_layout]
logic_area_um2 = 241
nClkBuffers = 0
fin_util_pct = 14.8
flops = 0
seqCellArea_um2 = 0
final_cells = 89
area_growth_pct = 166
drive_gt1_share_pct = 67.4
filler_cell_count = 387

[placed_design]
gp_congestion = 0.712
portBuffers = 14
hpwl_um = 629
dp_cells = 86

[routing]
post_drt_wl_per_cell_um = 8.47
vias_per_cell = 2.78
drt_iter0_markers = 0
drt-total-wl_um = 754
n_antenna_cell = 0
drc = 0
vias = 247
ant_nets = 0
drt-pass1-iter-count = 1

[final_timing]
layout_min_cycle_time_ns = 1.77
hold_violations = 0
fin_tns_setup_ns = -0.0665
final-setup-viol-count = 2
slew_viol_final = 0
max_freq_mhz = 566
fin_crit_sh_pct = 104
tightest_slew_ns = 0.225
setup_ws_ns = -0.0657
relSlewSlack_pct = 85.0
rsz0062_at_grt = "yes"

[global_route]
grt_pass1_wl_um = 1180
grtUsageTotal_pct = 2.24
grt_max_degree = 5
gr-total-overflow = 0
use_met3_pct = 1.36
gr-usage-met1_pct = 3.31
grt_pass1_vias = 249
antenna_found_initial = 0
grtUsageMet2_pct = 2.81
busiest_layer = "met1"

[floorplan]
initial_core_util_pct = 5.57
die_width_um = 80
dieArea_um2 = 6400
die_h_um = 80
core_area_um2 = 3420
rows = 21
io_pins = 14

[worst_hold_path]
hold_path_end = "sum[3]"
holdPathStages = 5
holdCritStartpoint = "b[2]"
hold_class = "primary input to output pin"

[critical_path]
critPathLaunchType = "primary input"
crit_chain = "buf_6 > ha_4 > buf_6 > buf_6 > a221oi_4 > xnor2_1 > buf_2"
cp_max_fo = 2
crit_top_cell = "buf_6"
cp_data_required_time_ns = 1.36
crit_slowest_cell = "a221oi_4"
end_kind = "output pin"
path_class = "primary input to output pin"
critPathMaxStageDelay_ns = 0.27
cp_data_arrival_time_ns = 1.43

[job]
warnings = 35
cap_violations = 0

[clock_network]
cts_hold_buf = 0
-- layer usage --
metal	wire [um]	vias to the layer above
li1	-	122
met1	396	112
met2	244	13
met3	113	0
met4	0	0
met5	0	-
-- through the flow --
step                worst slack, ns  total power (uW)  cell area [um2]  hold slack [ns]
floorplan                     0.113              49.4              190            0.849
global route                 -0.144               179              505             1.19
detailed placement           -0.892               135              418             1.77
CTS                          -0.108               156              499             1.15
finish                      -0.0657               160              505             1.14
global placement             -0.909               133              418             1.77
-- critical path, delay by kind of cell --
family          cells  cell delay (ns)
xor+xnor            1             0.15
compound gates      1             0.27
fa+ha+maj           1             0.23
buf+inv             4             0.44
-- what timing repair did --
item / CTS / global route
pin swaps: 10 / 7
setup buffers: 2 / 1
endpoints found under the setup margin: 5 / 4
resized: 59 / 2
-- kinds of logic (layout without fill, tap and decap cells) --
family | count (synthesis) | in the layout | synth area share, %
xor gates and xnor gates | 3 | 3 | 13.8
buffers and inverters | 5 | 26 | 9.87
adders and majority gates | 6 | 6 | 43.4
AOI/OAI and AO/OA | 8 | 8 | 32.9
-- cell usage in the layout, fill, tap and decap left out, drive strengths merged --
master / netlist / layout
a22o: 1 / 1
clkbuf: 0 / 1
fa: 1 / 1
o21ai: 1 / 1
clkdlybuf4s50: 0 / 1
clkdlybuf4s15: 0 / 1
a21oi: 2 / 2
a21o: 2 / 2
a41oi: 1 / 1
a221oi: 1 / 1
buf: 0 / 15
dlygate4sd2: 0 / 3
xnor2: 3 / 3
ha: 5 / 5
inv: 5 / 5
-- cells in the mapped netlist (all sizes together) --
library cell  number
a221oi             1
ha                 5
a21oi              2
inv                5
a22o               1
o21ai              1
a21o               2
fa                 1
a41oi              1
xnor2              3
-- where the power goes --
part	total, uW	switching [uW]	internal [uW]
logic	160	58.2	102
registers	0	0	0
clock network	0	0	0
total	160	58.2	102
-- worst max-delay path by stage --
| stage | from | slack (ns) | endpoint | depth (start not counted) |
|---|---|---|---|---|
| after CTS | b[2] | -0.11 | sum[3] | 6 |
| after global routing | a[2] | -0.14 | sum[3] | 7 |
| final | a[2] | -0.07 | sum[3] | 7 |
-- area by class of cell --
class                           count  share of cell area [%]
Tap cell                           46                    11.4
Multi-Input combinational cell     17                    47.8
Inverter                            5                    3.71
Timing Repair Buffer               21                    37.1
Power is estimated from default activity; no workload was simulated.
