**/design/flow/config.mk**
```make
export PLATFORM = sky130hd
export DESIGN_NAME = fibC
export DESIGN_NICKNAME = fibC
export VERILOG_FILES = /design/flow/design.v
export SDC_FILE = /design/flow/constraint.sdc
export NUM_CORES = 4
export LEC_CHECK = 1
export CORE_AREA = 10 10 70 70
export DIE_AREA = 0 0 80 80
```
**/design/flow/constraint.sdc**
```tcl
current_design fibC

set clk_period 2.3
set clk_io_pct 0.2

create_clock -name clk0 -period $clk_period [get_ports {clk}]

set non_clock_inputs [all_inputs -no_clocks]
set_input_delay [expr $clk_period * $clk_io_pct] -clock clk0 $non_clock_inputs
set_output_delay [expr $clk_period * $clk_io_pct] -clock clk0 [all_outputs]
```
**/design/flow/design.v**
```verilog
module fibC (input clk, rst,
            output [3:0] out);
  reg [3:0] RegA, RegB, RegC;
  always @ (posedge clk) begin
    if (rst) begin
      RegA <= 4'h1;	 
      RegB <= 4'h0;	 
      RegC <= 4'h0;  
    end
    else begin
      RegA <= RegB[3] ? 4'h1 : RegA + RegB;  
      RegB <= RegB[3] ? 4'h0 : RegA;	 
      RegC <= RegB;	 
    end
  end
  assign out = RegB;	 
endmodule
```
**/design/flow/run.sh**
```bash
#!/bin/bash
# OpenROAD 26Q1-2900-gdf79404cd8, Yosys 0.63+post, stock flow scripts
make -C /OpenROAD-flow-scripts/flow DESIGN_CONFIG=/design/flow/config.mk WORK_HOME=/design/flow/orfs finish
```
==> flow_summary.ini <==
; yosys + openroad results
[grt]
grt_pass1_wl_um = 924
grt_pass1_vias = 190
grt_max_degree = 6
antenna_found_initial = 0
overflow = 0
grt_usage_pct = 1.91

[layout]
final-seq-area_um2 = 160
comb_area_um2 = 160
drive_gt1_share_pct = 36.4
n_fill_cell = 399
stdcell_count = 79
syn_to_final_growth_pct = 40.6
final_util_pct = 13.2

[floorplan]
die_w_um = 80
io_pins = 6
core-area_um2 = 3420
initial_core_util_pct = 9.38
row_count = 21
dieHeight_um = 80
die_area_um2 = 6400

[critical_path]
regToRegStartpoint = RegB[1]
cp_top_family = buffers and inverters
slowest_delay_ns = 0.51
reg2regPathDepth = 4
worst-path-max-fanout = 3
rrSetupSlack_ns = 0.92
arrival_ns = 1.15
critPathKind = flop to output port
cp_cell_sequence = clkdlybuf4s50_1
end_kind = output port
worstPathRequired_ns = 1.84
startpoint_type = flop
crit_buf_inv = 1
reg2reg_to = RegA[3]
critical_path_depth = 1
cpMaxStageDelayCell = clkdlybuf4s50_1

[pwr]
seqPwrFrac_pct = 45.6
clkPwrFrac_pct = 25.3
pwr_density_cell_nw_per_um2 = 945
vdd_drop_max_v = 0.000288
combPwrFrac_pct = 29.2
p_leak_nw = 0.184
swShare_pct = 26.9
p_int_mw = 0.311
power_switching_mw = 0.114

[logic_synthesis]
syn-instance-count = 25
syn_area_um2 = 320
top_cell = dfxtp_1
ys.warnings.count = 1
edf_count = 0
ys_sh_simple_pct = 19.5
topCellsByArea = dfxtp_1 50%, ha_1 12%, and2_2 9.4%
synthMuxAreaShare_pct = 4.69
top_area_cell = dfxtp_1
ys_types = 12
syn_area_per_cell_um2 = 12.8
synth.yosys.num_cells = 25
yosys.area_share.adder_pct = 18.0
numSynthFlops = 8
ys_top_logic_family = simple AND/OR/NAND/NOR gates
ys_seq_share_pct = 50.0
synthTopCellsByCount = 8 x dfxtp_1, 4 x and2_2, 3 x ha_1, 2 x nor3_1
async_flop_share_pct = 0
synth-main-ff-cell = dfxtp_1
synth-area-yosys_um2 = 320
top_area_share_pct = 50.0
synthAoiAreaFrac_pct = 5.08
ys_sh_xor_pct = 2.73

[clock_tree]
cts_buffers = 3
cts.repair.resized = 0
cts_sinks = 8
cts-root-buf = clkbuf_4
h-tree-depth = 1
ctsHoldBuffers = 0
post-cts-setup-buffers = 0
cts_max_path_buffers = 2
clk_pin_slew_worst_paths_ns = 0.05
insertion_delay_ns = 0.26
cts_tree = built

[placement]
dp_cells = 76
port_buffers = 5
dp_hpwl_um = 436
gp_congestion = 0.734
pre_cts_slack_ns = 0.703

[sta]
setup_viol = 0
setup_slack_ns = 0.694
rsz0062_at_grt = no
finalMaxSlewViolations = 0
fin_skew_ns = 0.00305
min_period_ns = 1.61
hold_slack_ns = 0.466
finalSetupTns_ns = 0
worst_slew_pin_slew_ns = 0.159
maxSlewHeadroom_pct = 89.3
finalClockPeriodUsage_pct = 69.8
hold_violations = 0
max_freq_ghz = 0.623

[detailed_routing]
vias = 194
dr.pass1.iters = 3
vias_per_cell = 2.46
avgRoutedWirePerCell_um = 7.01
antenna_cells = 0
drtAntennaViolNets = 0
drcViolationCount = 0
wl_um = 554
drtIter0Drc = 2

[worst_hold_path]
min_path_type = flop to flop
hold_path_end = RegB[2]
hold_depth = 1
worstHoldStart = RegA[2]

[outcome]
status = finished, final reports clean

[flow_run]
drv_cap = 0
warnings = 25
-- stage by stage --
stage          power [mW]  cell area [um^2]
6_report            0.426               450
5_1_grt             0.463               450
4_1_cts             0.435               450
3_5_place_dp        0.320               428
3_3_place_gp        0.324               428
2_1_floorplan       0.268               320
-- per-layer routing --
metal / track usage (%) / vias up / wire length (um)
met5: 0 / - / 0
met2: 1.93 / 8 / 157
met3: 1.82 / 4 / 64
li1: - / 102 / -
met1: 2.55 / 80 / 313
met4: 0.704 / 0 / 18
-- worst max-delay path by stage --
stage	startpoint	to	slack (ns)
5_1_grt	RegB[3]	out[3]	0.60
4_1_cts	RegB[3]	out[3]	0.67
6_report	RegB[1]	out[1]	0.69
-- placed cells by master, fill, tap and decap left out --
master,Yosys,final
clkdlybuf4s50_1,0,5
ha_1,3,3
mux2_4,1,1
xnor2_1,1,1
and2_4,1,1
clkbuf_4,0,3
nor2_2,1,1
or3_2,1,1
a21o_1,1,1
dfxtp_1,8,8
a21oi_2,1,1
nor3_1,2,2
fa_1,1,1
and2_2,4,4
-- registers in the layout, indices dropped and copies added (netlist names) --
register / cells
RegB: 4
RegA: 4
-- power groups by stage --
stage | Combinational [mW] | Sequential (mW) | Clock [mW]
4_1_cts | 0.127 | 0.195 | 0.113
5_1_grt | 0.142 | 0.201 | 0.121
6_report | 0.124 | 0.194 | 0.108
-- final cells by class --
| type | instances | area share [%] |
|---|---|---|
| Tap cell | 46 | 12.8 |
| Clock buffer | 3 | 5.00 |
| Sequential cell | 8 | 35.6 |
| Timing Repair Buffer | 5 | 11.1 |
| Multi-Input combinational cell | 17 | 35.6 |
-- worst reg2reg max path: cells and delay by family, from the launching register on --
kind | cells | cell delay, ns
flip-flops | 1 | 0.34
adder cells (fa/ha/maj) | 1 | 0.29
AND-OR/OR-AND | 2 | 0.34
multiplexers | 1 | 0.31
-- cells by family after synthesis --
group                      count (synthesis)
adders and majority gates                  4
xor gates and xnor gates                   1
AOI/OAI and AO/OA                          2
DFF                                        8
muxes                                      1
and+or+nand+nor                            9
Power figures rest on the tool's default switching activity, not on a simulated workload.
